File: ./design.v
module SevenSegment(
		input logic [ 3:0 ] hexDigit,
		input logic enable,
		output logic [ 6:0 ] segments );
	logic b0, b1, b2, b3;
	logic [ 6:0 ] s;
	assign b0 = hexDigit[ 0 ];
	assign b1 = hexDigit[ 1 ];
	assign b2 = hexDigit[ 2 ];
	assign b3 = hexDigit[ 3 ];
	assign s[ 0 ] = b1 & b2 | ~b1 & ~b2 & b3 | ~b0 & b3 |~b0 & ~b2 | b0 & b2 & ~b3 | b1 & ~b3;
	assign s[ 1 ] = ~b0 & ~b2 | ~b1 & ~b2 | ~b0 & ~b1 & ~b3 |b0 & b1 & ~b3 | b0 & ~b1 & b3;
	assign s[ 2 ] = ~b3 & ~b1 | b0 & ~b3 | ~b3 & b2 | ~b1 & b0 | b3 & ~b2;
	assign s[ 3 ] = b3 & ~b1 | b2 & ~b1 & b0 | ~b2 & b1 & b0 | ~b3 & ~b2 & ~b0 | b2 & b1 & ~b0;
	assign s[ 4 ] = ~b2 & ~b0 | b1 & ~b0 | b2 & b3 | b3 & b1;
	assign s[ 5 ] = ~b1 & ~b0 | b3 & ~b2 | b3 & b1 | ~b0 & b2 | ~b3 & b2 & ~b1;
	assign s[ 6 ] = b3 & ~b2 | b1 & ~b0 | b3 & b0 | ~b3 & b2 & ~b1 | ~b2 & b1;
	assign segments = enable ? ~s : ~0;
endmodule
module testbench( );
	logic [ 3:0 ] hex;
	logic [ 6:0 ] segments;
	integer i;
	SevenSegment ss ( hex, 1, segments );
	initial
	for ( i = 0; i < 16; i = i + 1 ) 
		begin
		hex = i; #10;
		end
endmodule
File: ./run.sh
#!/bin/bash
# OpenROAD 26Q1-2900-gdf79404cd8, Yosys 0.63+post, stock flow scripts
make -C /OpenROAD-flow-scripts/flow DESIGN_CONFIG=/design/flow/config.mk WORK_HOME=/design/flow/orfs finish
File: ./config.mk
export PLATFORM = sky130hd
export DESIGN_NAME = SevenSegment
export DESIGN_NICKNAME = SevenSegment
export VERILOG_FILES = /design/flow/design.v
export SDC_FILE = /design/flow/constraint.sdc
export NUM_CORES = 4
export LEC_CHECK = 1
export CORE_AREA = 10 10 70 70
export DIE_AREA = 0 0 80 80
File: ./constraint.sdc
current_design SevenSegment

set clk_period 2.0
set clk_io_pct 0.2

create_clock -name clk0 -period $clk_period

set non_clock_inputs [all_inputs -no_clocks]
set_input_delay [expr $clk_period * $clk_io_pct] -clock clk0 $non_clock_inputs
set_output_delay [expr $clk_period * $clk_io_pct] -clock clk0 [all_outputs]
==> impl_metrics.py <==
# Metrics from the implementation run
metrics = {
    "run_status": {
        "status": "complete, no violations",
    },
    "logic_synthesis": {
        "avgSynthCellArea_um2": 6.330,
        "synthesis.instances": 34,
        "synth_warnings": 0,
        "ys_cells": 34,
        "ys_seq_share_pct": 0,
        "yosys-stat-area_um2": 215.2,
        "netlist_area_um2": 215.2,
        "synth_cell_types": 22,
    },
    "drt": {
        "wire_per_inst_um": 9.229,
        "firstDrtPassIters": 4,
        "num_antenna_cells": 0,
        "vias_per_cell": 3.240,
        "drc": 0,
        "antenna_left": 0,
        "drt_iter0_markers": 16,
        "wl_um": 886,
        "via_count": 311,
    },
    "critical_path": {
        "cp.depth": 5,
        "crit_chain": "clkdlybuf4s15_2 -> nor3b_4 -> buf_4 -> nand3b_1 -> clkdlybuf4s50_1",
        "path_delay_family": "buffers and inverters",
        "worstPathRequired_ns": 1.60,
        "cp_max_fo": 4,
        "slowest_delay_ns": 0.47,
        "crit_path_end_kind": "primary output",
        "crit_slowest_cell": "clkdlybuf4s50_1",
        "crit_arrival_ns": 1.53,
        "cp-start-kind": "input pin",
        "crit_buf_inv": 3,
        "worst-setup-path-type": "input pin to primary output",
    },
    "sta": {
        "hold_violations": 0,
        "post-route-min-period_ns": 1.932,
        "rsz0062_at_grt": "false",
        "worstMarginPinSlew_ns": 0.2084,
        "fin_crit_sh_pct": 96.60,
        "relSlewSlack_pct": 86.11,
        "setup_viol": 0,
        "report.final.slew_viol_count": 0,
        "timing.hold.ws_ns": 1.355,
        "fmax_mhz": 517.6,
        "setup_tns_ns": 0,
    },
    "floorplan": {
        "core-area_um2": 3416,
        "ioPinCount": 12,
        "die_area_um2": 6400,
        "num_rows": 21,
        "die_h_um": 80,
        "fp_util_pct": 6.300,
        "die_w_um": 80,
    },
    "cells_and_area": {
        "area_growth_pct": 101.7,
        "stdcell_area_um2": 434.2,
        "ff_count": 0,
        "stdcell_count": 96,
        "n_clock_buffer": 0,
        "lay_top_count": "buf_4",
        "final_core_util_pct": 12.71,
        "seq_area_um2": 0,
        "comb_area_um2": 202.7,
        "final_layout_top_logic_cells": "buf_4 (9), dlygate4sd2_1 (7), a21oi_1 (4), nand2_1 (3)",
        "drive_above_1_share_pct": 30.00,
        "fillers": 408,
    },
    "min_path": {
        "min-delay-path-class": "input pin to primary output",
        "hold_depth": 4,
    },
    "pwr": {
        "total_switching_power_mw": 0.03246,
        "p_int_mw": 0.04430,
        "ir_drop_v": 0.00002427,
        "power.leakage_nw": 0.1674,
        "power_frac_clock_pct": 0,
        "comb_power_share_pct": 100.0,
        "p_seq_share_pct": 0,
        "power_switching_share_pct": 42.29,
        "p_per_area_nw_per_um2": 176.8,
    },
    "place": {
        "place_area_um2": 425.4,
        "dp.cells": 95,
        "gp_congestion": 0.6866,
        "port_buffers": 12,
    },
    "global_routing": {
        "overflow": 0,
        "antenna_found_initial": 0,
        "grt_pass1_vias": 330,
        "grt_pass1_wl_um": 1442,
        "grtUsageTotal_pct": 2.701,
        "grt_max_degree": 10,
    },
    "job": {
        "tool_warnings": 32,
        "maxCapViolations": 0,
    },
}
==> cell families after synthesis <==
kind of cell | share of synthesized area [%]
AOI/OAI and AO/OA | 45.93
buffers and inverters | 14.53
muxes | 4.651
and+or+nand+nor | 34.89
==> layout make-up <==
| type | count | area share (%) |
|---|---|---|
| multi-input cells | 28 | 46.69 |
| repair buffers | 21 | 39.19 |
| well taps | 46 | 13.26 |
| inverters | 1 | 0.8646 |
==> routing by layer <==
layer / global-route usage [%] / part of all wire [%] / up-vias
met2: 5.457 / 56 / 9
met1: 2.835 / 38 / 140
met5: 0 / 0 / -
met4: 0.7042 / 2.6 / 0
met3: 0.2273 / 3.4 / 2
li1: - / - / 160
==> stage by stage <==
stage | total power, mW | worst slack (ns)
3_3_place_gp | 0.08305 | -0.5151
6_report | 0.07676 | 0.06802
4_1_cts | 0.07965 | 0.01855
2_1_floorplan | 0.03527 | 0.5667
3_5_place_dp | 0.08310 | -0.5026
5_1_grt | 0.08529 | 0.002673
==> worst paths after layout <==
check	from	endpoint	slack, ns
hold / removal	hexDigit[2]	segments[3]	1.36
setup / recovery	hexDigit[3]	segments[4]	0.07
==> power groups by stage <==
stage | clock (mW) | sequential, mW | combinational, mW
final | 0 | 0 | 0.0768
after CTS | 0 | 0 | 0.0797
after global routing | 0 | 0 | 0.0853
==> cells in the mapped netlist <==
cell,instances,share of area [%]
a21oi_1,4,9.3
a32oi_1,1,4.1
and2b_1,1,3.5
and3_1,1,2.9
buf_2,2,4.7
buf_4,1,3.5
clkbuf_2,2,4.7
inv_1,1,1.7
mux2i_1,1,4.7
nand2_1,3,5.2
nand3_1,2,4.7
nand3b_1,1,3.5
nor2b_1,1,2.9
nor3b_1,1,3.5
nor3b_2,1,5.8
o211ai_1,1,3.5
o21a_1,2,7.0
o21ai_0,2,4.7
o21ai_1,2,4.7
o21ba_1,1,4.7
o221ai_1,2,8.1
or3_1,1,2.9
==> timing repair <==
item	CTS	global route
setup endpoints to repair	7	1
hold buffers	0	0
resized	21	3
buffers inserted	1	0
pin swaps	2	1
==> tightest hold or removal path: stages <==
cell and delay, ns:
buf_2 0.12, or3_4 0.13, a32oi_2 0.06, dlygate4sd2_1 0.24
Power is estimated from default activity; no workload was simulated.
